## design/flow/design.v

```verilog
module adder_m (
    input  wire [3:0] adout0, bdout0,   
    output wire [7:0] tadd              
);
    wire [3:0] A, B;
    wire [3:0] S;                       
    wire [3:0] G, P;                    
    wire [4:0] C;                       
    assign A = adout0;
    assign B = bdout0;
    assign G = A & B;
    assign P = A ^ B;
    assign C[0] = 1'b0;
    assign C[1] = G[0] | (P[0] & C[0]);
    assign C[2] = G[1] | (P[1] & C[1]);
    assign C[3] = G[2] | (P[2] & C[2]);
    assign C[4] = G[3] | (P[3] & C[3]);
    assign S[0] = P[0] ^ C[0];
    assign S[1] = P[1] ^ C[1];
    assign S[2] = P[2] ^ C[2];
    assign S[3] = P[3] ^ C[3];
    assign tadd = {3'b000, C[4], S};   
endmodule
module controller (
input clk,rst,go,
output reg ld_a, ld_b,  ld_out,
output reg done
);
parameter s0_idle= 4'b0000;
parameter s1_ld_ab= 4'b0001;
parameter s2_wait= 4'b0010;
parameter s7_wait= 4'b0111;
parameter s8_ld_out= 4'b1000;
reg [3:0] ps,ns;
always @(posedge clk or posedge rst)
begin
    if(rst)
        ps <= s0_idle;
    else
        ps <=ns;
end 
always@(go or ps)
begin
    case(ps)
        s0_idle: ns = (go)? s1_ld_ab:s0_idle;
        s1_ld_ab: ns = s2_wait;
        s2_wait:  ns = s7_wait;
        s7_wait : ns = s8_ld_out;
        s8_ld_out : ns = s0_idle;
    default: ns = s0_idle;
    endcase
end
always @(ps)
begin
    case(ps)
        s0_idle:
                begin
                    ld_a = 0;
                    ld_b =0;
                    ld_out=0;
                    done =0;
                end
        s1_ld_ab:begin
                    ld_a = 1;
                    ld_b =1;
                    ld_out=0;
                    done =0;
                end
        s2_wait:begin
                    ld_a = 0;
                    ld_b =0;
                    ld_out=0;
                    done =0;
                end
              s7_wait:begin
                    ld_a = 0;
                    ld_b =0;
                    ld_out=0;
                    done =0;
                end
               s8_ld_out:begin
                    ld_a = 0;
                    ld_b =0;
                    ld_out=1;
                    done =1;
                end
                 default : begin
                    ld_a = 0;
                    ld_b =0;
                    ld_out=0;
                    done =0;
                end
           endcase
           end
endmodule
module datapath(
input clk, rst,
input [3:0] A,B,
input [1:0] opcode,
input ld_a, ld_b,  ld_out,
output [7:0] out,
output [3:0] remainder_out
);
          wire [3:0] adin;
          wire [3:0] bdin;
          wire [3:0] adout0;     
          wire [3:0] adout1;      
          wire [3:0] adout2;     
          wire[3:0] adout3 ;
          wire [3:0] bdout0;     
          wire [3:0] bdout1;      
          wire [3:0] bdout2;     
          wire[3:0] bdout3 ;
wire [7:0] tmul,tadd , tout , tdiv  ,tsub;
reg_a Ra (.clk(clk),.rst(rst),.A(A),.ld_a(ld_a),.adin(adin));
reg_b Rb (.clk(clk),.rst(rst),.B(B),.ld_b(ld_b),.bdin(bdin));
adder_m adder1 (.adout0(adout0),.bdout0(bdout0),.tadd(tadd));
division div1 (.dividend(adout3),.divisor(bdout3),.tdiv(tdiv),.remainder(remainder_out)); 
subtractor sub1 (.A(adout2),.B(bdout2),.tsub(tsub));
mul multi1 (.A(adout1),.B(bdout1),.tmul(tmul));
reg_out Rout (.clk(clk),.rst(rst),.tout(tout),.ld_out(ld_out),.out(out));
demux_4to1_4bit  demux1 (.adin(adin),.opcode(opcode),.adout0(adout0),.adout1(adout1),.adout2(adout2),.adout3(adout3));
demux_4to1_4bbit demux2 (.bdin(bdin),.opcode(opcode),.bdout0(bdout0),.bdout1(bdout1),.bdout2(bdout2),.bdout3(bdout3));
mux_4to1_8bit mux41 (.in0(tadd),.in1(tmul),.in2(tsub),.in3(tdiv),.tout(tout),.opcode(opcode));
endmodule
module demux_4to1_4bit (
    input wire [3:0] adin,        
    input wire [1:0] opcode,        
    output  [3:0] adout0,      
    output  [3:0] adout1,      
    output  [3:0] adout2,      
    output  [3:0] adout3       
);
          reg [3:0] r_adout0;     
          reg [3:0] r_adout1;      
          reg [3:0] r_adout2;     
          reg [3:0] r_adout3 ;
always @(*) begin
    case (opcode)
        2'b00: begin
            r_adout0 = adin;
            r_adout1 = 4'b0000;
            r_adout2 = 4'b0000;
            r_adout3 = 4'b0000;
        end
        2'b01: begin
            r_adout0 = 4'b0000;
            r_adout1 = adin;
            r_adout2 = 4'b0000;
            r_adout3 = 4'b0000;
        end
        2'b10: begin
            r_adout0 = 4'b0000;
            r_adout1 = 4'b0000;
            r_adout2 = adin;
            r_adout3 = 4'b0000;
        end
        2'b11: begin
            r_adout0 = 4'b0000;
            r_adout1 = 4'b0000;
            r_adout2 = 4'b0000;
            r_adout3 = adin;
        end
        default: begin
            r_adout0 = 4'b0000;
            r_adout1 = 4'b0000;
            r_adout2 = 4'b0000;
            r_adout3 = 4'b0000;
        end
    endcase
end
assign adout0 = r_adout0;
assign adout1 = r_adout1;
assign adout2 = r_adout2;
assign adout3 = r_adout3;
endmodule
module demux_4to1_4bbit (
    input wire [3:0] bdin,        
    input wire [1:0] opcode,        
    output  [3:0] bdout0,      
    output  [3:0] bdout1,      
    output  [3:0] bdout2,      
    output  [3:0] bdout3       
);
          reg [3:0] r_bdout0;     
          reg [3:0] r_bdout1;      
          reg [3:0] r_bdout2;     
          reg [3:0] r_bdout3 ;
always @(*) begin
    case (opcode)
        2'b00: begin
            r_bdout0 = bdin;
            r_bdout1 = 4'b0000;
            r_bdout2 = 4'b0000;
            r_bdout3 = 4'b0000;
        end
        2'b01: begin
            r_bdout0 = 4'b0000;
            r_bdout1 = bdin;
            r_bdout2 = 4'b0000;
            r_bdout3 = 4'b0000;
        end
        2'b10: begin
            r_bdout0 = 4'b0000;
            r_bdout1 = 4'b0000;
            r_bdout2 = bdin;
            r_bdout3 = 4'b0000;
        end
        2'b11: begin
            r_bdout0 = 4'b0000;
            r_bdout1 = 4'b0000;
            r_bdout2 = 4'b0000;
            r_bdout3 = bdin;
        end
        default: begin
            r_bdout0 = 4'b0000;
            r_bdout1 = 4'b0000;
            r_bdout2 = 4'b0000;
            r_bdout3 = 4'b0000;
        end
    endcase
end
assign bdout0 = r_bdout0;
assign bdout1 = r_bdout1;
assign bdout2 = r_bdout2;
assign bdout3 = r_bdout3;
endmodule
module division (
    input  [3:0] divisor, dividend,
    output [3:0]  remainder,
    output [7:0]  tdiv
);
    reg [3:0] reg_tdiv, reg_remainder;
    reg [3:0] divisor_copy, dividend_copy;
    reg [3:0] temp;
    integer i;
    always @(*) begin
        divisor_copy   = divisor;
        dividend_copy  = dividend;
        temp           = 4'b0000;
        for (i = 0; i < 4; i = i + 1) begin
            temp = {temp[2:0], dividend_copy[3]};
            dividend_copy = {dividend_copy[2:0], 1'b0}; 
            temp = temp - divisor_copy;
            if (temp[3] == 1) begin
                temp = temp + divisor_copy;
                dividend_copy[0] = 1'b0;
            end else begin
                dividend_copy[0] = 1'b1;
            end
        end
        reg_tdiv = dividend_copy;
        reg_remainder = temp; 
    end
    assign tdiv     = {4'b0000,reg_tdiv};
    assign remainder = reg_remainder;
endmodule
module mux_4to1_8bit (
    input  wire [7:0] in0,
    input  wire [7:0] in1,
    input  wire [7:0] in2,
    input  wire [7:0] in3,
    input  wire [1:0] opcode,      
    output   [7:0] tout          
);
     reg [7:0] out;
    always @(*) begin
        case (opcode)
            2'b00: out = in0;
            2'b01: out = in1;
            2'b10: out = in2;
            2'b11: out = in3;
            default: out = 8'b00000000;
        endcase
    end
    assign tout = out ;
endmodule
module mul (
  input  [3:0] A,
  input  [3:0] B,
  output [7:0] tmul
);
  wire [6:0] pp0, pp1, pp2, pp3;
  assign pp0 = (B[0]) ? {3'b000, A}       : 7'b0000000;   
  assign pp1 = (B[1]) ? {2'b00, A, 1'b0}  : 7'b0000000;   
  assign pp2 = (B[2]) ? {1'b0, A, 2'b00}  : 7'b0000000;   
  assign pp3 = (B[3]) ? { A, 3'b000}  : 7'b0000000;       
  assign tmul = pp0 + pp1 + pp2 + pp3;
endmodule
module reg_a(
input clk, rst,
input [3:0] A,
input ld_a ,
output [3:0] adin
);
 reg [3:0] reg_a;
 always @(posedge clk or posedge rst) begin
   if (rst)
   reg_a <= 0;
   else if (ld_a)
   reg_a <= A;
   end
assign adin = reg_a ;
endmodule
module reg_b(
input clk, rst,
input [3:0] B,
input ld_b ,
output [3:0] bdin
);
 reg [3:0] reg_b;
 always @(posedge clk or posedge rst) begin
   if (rst)
   reg_b <= 0;
   else if (ld_b)
   reg_b <= B;
   end
assign bdin = reg_b ;
endmodule
module reg_out(
input clk, rst,
input [7:0] tout ,
input  ld_out ,
output [7:0] out
);
 reg [7:0] reg_out;
 always @(posedge clk or posedge rst) begin
   if (rst)
   reg_out <= 0 ;
   else if ( ld_out )
   reg_out <= tout ;
   end
assign out = reg_out ;
endmodule
`timescale 1ns / 1ps
module subtractor(
  input  [3:0] A,
  input  [3:0] B,
  output [7:0] tsub
);
reg [3:0] reg_tsub;
  always @(*) begin
    if (A >= B) begin
      reg_tsub = A - B;
    end else 
      reg_tsub = B - A;  
  end
  assign tsub = {4'b0000 , reg_tsub};
endmodule
module top_alu(
    input clk, rst, go,
    input [3:0] A, B,
    input [1:0] opcode,
    output [6:0] seg,
    output [3:0] an,
    output [4:0] LED 
);
    wire [7:0] out;
    wire [3:0] remainder;
    wire done;
    wire ld_a, ld_b,  ld_out;
    datapath datapath1(
        .clk(clk),
        .rst(rst),
        .opcode(opcode),
        .A(A),
        .B(B),
        .ld_a(ld_a),
        .ld_b(ld_b),
        .ld_out(ld_out),
        .out(out),
        .remainder_out(remainder)
    );
    controller controller1(
        .clk(clk),
        .rst(rst),
        .go(go),
        .ld_a(ld_a),
        .ld_b(ld_b),
        .ld_out(ld_out),
        .done(done)
    );
    wire [3:0] digit3, digit2, digit1, digit0;
    bin_to_bcd conv(
        .binary(out[7:0]),
        .digit3(digit3),
        .digit2(digit2),
        .digit1(digit1),
        .digit0(digit0)
    );
    seven_seg_display ssd(
        .clk(clk),
        .rst(rst),
        .digit3(digit3),
        .digit2(digit2),
        .digit1(digit1),
        .digit0(digit0),
        .seg(seg),
        .an(an)
    );
    assign LED[3:0] = remainder;
    assign LED[4] = done;
endmodule
module bin_to_bcd(
    input [7:0] binary,
    output reg [3:0] digit3, digit2, digit1, digit0
);
    always @(*) begin
        digit3 = (binary / 1000) % 10;
        digit2 = (binary / 100) % 10;
        digit1 = (binary / 10) % 10;
        digit0 = binary % 10;
    end
endmodule
module seven_seg_display(
    input clk, rst,
    input [3:0] digit3, digit2, digit1, digit0,
    output reg [6:0] seg,
    output reg [3:0] an
);
    reg [15:0] refresh_counter = 0;
    wire [1:0] refresh_tick = refresh_counter[15:14];
    reg [3:0] current_digit;
    always @(posedge clk or posedge rst) begin
        if (rst) begin
            refresh_counter <= 0;
        end else begin
            refresh_counter <= refresh_counter + 1;
        end
    end
    always @(*) begin
        case (refresh_tick)
            2'b00: begin an = 4'b1110; current_digit = digit0; end
            2'b01: begin an = 4'b1101; current_digit = digit1; end
             2'b10: begin an = 4'b1011; current_digit = digit2; end 
             2'b11: begin an = 4'b0111; current_digit = digit3; end
            default: begin an = 4'b1111; current_digit = 4'b0000; end
        endcase
    end
    always @(*) begin
        case (current_digit)
            4'h0: seg = 7'b1000000;
            4'h1: seg = 7'b1111001;
            4'h2: seg = 7'b0100100;
            4'h3: seg = 7'b0110000;
            4'h4: seg = 7'b0011001;
            4'h5: seg = 7'b0010010;
            4'h6: seg = 7'b0000010;
            4'h7: seg = 7'b1111000;
            4'h8: seg = 7'b0000000;
            4'h9: seg = 7'b0010000;
            default: seg = 7'b1111111;
        endcase
    end
endmodule
```

## design/flow/run.sh

```bash
#!/bin/bash
# OpenROAD 26Q1-2900-gdf79404cd8, Yosys 0.63+post, stock flow scripts
make -C /OpenROAD-flow-scripts/flow DESIGN_CONFIG=/design/flow/config.mk WORK_HOME=/design/flow/orfs finish
```

## design/flow/config.mk

```make
export PLATFORM = sky130hd
export DESIGN_NAME = top_alu
export DESIGN_NICKNAME = top_alu
export VERILOG_FILES = /design/flow/design.v
export SDC_FILE = /design/flow/constraint.sdc
export NUM_CORES = 4
export LEC_CHECK = 1
export CORE_UTILIZATION = 50
```

## design/flow/constraint.sdc

```tcl
current_design top_alu

set clk_period 14.5
set clk_io_pct 0.2

create_clock -name clk0 -period $clk_period [get_ports {clk}]

set non_clock_inputs [all_inputs -no_clocks]
set_input_delay [expr $clk_period * $clk_io_pct] -clock clk0 $non_clock_inputs
set_output_delay [expr $clk_period * $clk_io_pct] -clock clk0 [all_outputs]
```

==> flow_summary_export.csv <==
group,metric,value,unit
worst_setup_path,start_kind,"primary input",
placement,gp_congestion,0.947,
drt,drt_pass1_iterations,5,
yosys,synthesis.yosys.warnings,11,
yosys,synth.area.mux_share,6.65,%
timing,grt_setup_unrepaired,"false",
timing,finalCriticalPeriod,12840,ps
yosys,topCombFamilyByArea,"AND-OR/OR-AND gates",
floorplan,die_width,104,um
floorplan,fp.coreArea,9950,um2
yosys,netlist_cell_types,94,
placement,place.port_buffers,28,
worst_setup_path,rr_startpoint,"datapath1.Rb.reg_b[1]",
clocking,cts-root-to-sink-buffers,2,
pwr,internal_power,0.177,mW
floorplan,boundaryPins,29,
run,warnings,36,
timing,slew_headroom,50.4,%
pwr,report.power.total,0.221,mW
timing,timing.setup.tns,0,ps
timing,setup-violations-final,0,
clocking,tritoncts.num_buffers,5,
clocking,cts_num_sinks,37,
global_route,vias_in_the_first_global_route,4161,
yosys,ff_type,"sky130_fd_sc_hd__dfrtp_1",
pwr,p_leak,2.45,nW
yosys,synth-async-reset-ratio,100,%
clocking,clk_pin_slew,80,ps
clocking,cts-root-buf,"sky130_fd_sc_hd__clkbuf_8",
clocking,clock.latency.late_pin,290,ps
pwr,seq_power_share,46.7,%
worst_setup_path,worst-endpoint-arrival,9940,ps
worst_setup_path,endpoint_kind,"output pin",
yosys,netlist_area,5230,um2
global_route,first_pass_grt_wire_length,20.1,mm
floorplan,die_height,104,um
worst_setup_path,worst-r2r-setup-slack,8400,ps
yosys,ys_sh_xor,6.46,%
worst_setup_path,timing.critical_path.fanout_max,12,
yosys,syn_inst,611,
worst_setup_path,ff_to_ff_end,"datapath1.Rout.reg_out[0]",
floorplan,row_count,36,
timing,worstMarginPinSlew,745,ps
timing,timing_max_transition_violations_final,0,
yosys,avgSynthCellArea,8.56,um2
worst_setup_path,worst_r2r_path_depth,26,
run_status,status,"finished, final reports clean",
drt,wl,11.4,mm
global_route,grt_max_degree,38,
worst_setup_path,endpoint,"LED[2]",
floorplan,floorplan.core_util,52.5,%
yosys,adder_share,17.6,%
pwr,power.share.clock,49.1,%
floorplan,overall_chip_area,10900,um2
worst_hold_path,hold_path.class,"flop to flop",
pwr,comb_power_share,4.2,%
worst_setup_path,critPathRequiredTime,11600,ps
pwr,maximum_vdd_drop,73.0,uV
yosys,post_synthesis_share_of_cell_area_spent_on_and_or_nand_and_nor_gates,18.8,%
timing,fmaxAchievable,77.9,MHz
pwr,power_per_cell_area,39.1,nW/um2
drt,final_antenna_net_count,0,
worst_setup_path,timing.setup.critical_path_class,"primary input to output pin",
layout,area.growth.synth_to_final,8.16,%
pwr,power.switching,0.0443,mW
placement,dp_hpwl,8.78,mm
clocking,cts_setup_buffers,0,
global_route,globalRouteTotalUtil,22.8,%
layout,fraction_of_final_layout_cells_with_drive_strength_greater_than_1,12.4,%
drt,dr.first_iter.drc_count,255,
clocking,postCtsResizedCells,0,
drt,diodes,0,
clocking,cts_hold_buf,0,
drt,vias_per_cell,5.82,
timing,layout_worst_path_cycle_share,88.6,%
clocking,cts_max_level,2,
yosys,ys_cells,611,
global_route,gr-total-overflow,0,
pwr,swShare,20.0,%
run,max_cap_viol_count,0,
drt,wire_per_inst,15.1,um
timing,clock_skew,8.66,ps
drt,post-route-drc-count,0,
timing,hold_viol,0,
yosys,synth_flop_count,37,
yosys,yosys-stat-area,5230,um2
drt,num_vias,4380,
yosys,compound_area_share,25.3,%
global_route,grt_antenna_before_repair,0,
yosys,ys_seq_share,17.7,%
worst_setup_path,crit_path_start,"opcode[1]",
yosys,number_of_enable_type_register_cells_in_the_synthesized_netlist,0,
clocking,cts_tree,"built",
==> power groups by stage <==
stage	Sequential [mW]	Clock [mW]	Combinational, mW
after CTS	0.103	0.111	0.00954
after global routing	0.103	0.115	0.0106
final	0.103	0.108	0.00933
==> registers in the layout, indices dropped and copies added, names as in the netlist <==
register                count
datapath1.Ra.reg_a          4
datapath1.Rb.reg_b          4
controller1.ps              5
ssd.refresh_counter        16
datapath1.Rout.reg_out      8
==> kinds of logic (layout without fill, tap and decap cells) <==
logic type,after synthesis,count (layout)
AOI/OAI and AO/OA,174,174
and+or+nand+nor,187,187
DFF,37,37
muxes,29,29
adders and majority gates,64,64
xor gates and xnor gates,36,36
buffers and inverters,84,92
==> synth_stat cells, types with 4 or more instances <==
cell	count	area, um2
sky130_fd_sc_hd__nand2_1	49	184
sky130_fd_sc_hd__ha_1	48	601
sky130_fd_sc_hd__inv_1	47	176
sky130_fd_sc_hd__a21oi_1	37	185
sky130_fd_sc_hd__dfrtp_1	36	901
sky130_fd_sc_hd__nor2_1	36	135
sky130_fd_sc_hd__xnor2_1	23	201
sky130_fd_sc_hd__nand3_1	21	105
sky130_fd_sc_hd__o21ai_0	20	100
sky130_fd_sc_hd__and2_1	16	100
sky130_fd_sc_hd__clkbuf_1	16	60.1
sky130_fd_sc_hd__fa_1	16	320
sky130_fd_sc_hd__a21o_1	15	113
sky130_fd_sc_hd__mux2_2	13	146
sky130_fd_sc_hd__and3_1	12	75.1
sky130_fd_sc_hd__mux2i_1	12	120
sky130_fd_sc_hd__o21ai_1	10	50.1
sky130_fd_sc_hd__xor2_1	10	87.6
sky130_fd_sc_hd__nand4_1	9	56.3
sky130_fd_sc_hd__o211ai_1	8	60.1
sky130_fd_sc_hd__buf_4	7	52.6
sky130_fd_sc_hd__nor2b_1	7	43.8
sky130_fd_sc_hd__nor3_1	7	35.0
sky130_fd_sc_hd__o21a_1	7	52.6
sky130_fd_sc_hd__a31oi_1	6	37.5
sky130_fd_sc_hd__buf_2	6	30.0
sky130_fd_sc_hd__o22ai_1	5	31.3
sky130_fd_sc_hd__a22oi_1	4	30.0
sky130_fd_sc_hd__buf_6	4	45.0
sky130_fd_sc_hd__nand2b_1	4	25.0
sky130_fd_sc_hd__o2111ai_1	4	35.0
==> critical path, cell delays in order <==
cell and delay, ps:
sky130_fd_sc_hd__clkdlybuf4s50_1 740, sky130_fd_sc_hd__and2_1 410, sky130_fd_sc_hd__nand2_1 440, sky130_fd_sc_hd__inv_1 310, sky130_fd_sc_hd__nor3_1 80, sky130_fd_sc_hd__xor2_1 170
sky130_fd_sc_hd__o21ai_0 360, sky130_fd_sc_hd__ha_1 310, sky130_fd_sc_hd__a21o_1 160, sky130_fd_sc_hd__a21oi_1 180, sky130_fd_sc_hd__xnor2_1 120, sky130_fd_sc_hd__xnor2_2 280
sky130_fd_sc_hd__nand3_1 110, sky130_fd_sc_hd__o21ai_0 160, sky130_fd_sc_hd__ha_1 300, sky130_fd_sc_hd__a21o_1 170, sky130_fd_sc_hd__a21oi_1 160, sky130_fd_sc_hd__xnor2_1 120
sky130_fd_sc_hd__xnor2_2 270, sky130_fd_sc_hd__mux2i_1 330, sky130_fd_sc_hd__ha_1 280, sky130_fd_sc_hd__a21o_1 150, sky130_fd_sc_hd__a21oi_1 160, sky130_fd_sc_hd__xnor2_1 120
sky130_fd_sc_hd__xnor2_2 290, sky130_fd_sc_hd__mux2i_1 260, sky130_fd_sc_hd__xnor2_1 140, sky130_fd_sc_hd__clkdlybuf4s50_1 470
==> final cells by class <==
cell class / count / area (um2)
Inverter: 50 / 188
Tap cell: 133 / 166
Clock buffer: 5 / 68.8
Multi-Input combinational cell: 490 / 3910
Clock inverter: 3 / 68.8
Fill cell: 913 / 4300
Sequential cell: 37 / 927
Timing Repair Buffer: 34 / 325
==> metrics by stage <==
step / worst slack, ps / hold slack (ps) / utilization [%] / area (um2) / cells
after floorplan: 3440 / 331 / - / 5230 / 611
after global placement: 1790 / 337 / 55.4 / 5520 / 744
after detailed placement: 1580 / 342 / 55.4 / 5520 / 744
after CTS: 1580 / 362 / 56.8 / 5650 / 752
after global routing: 834 / 374 / 56.8 / 5650 / 752
final: 1660 / 357 / 56.8 / 5650 / 752
==> how the worst min path moves through the flow <==
stage	start	endpoint	slack (ps)	cells past startpoint
CTS	controller1.ps[4]	controller1.ps[1]	360	0
global route	controller1.ps[4]	controller1.ps[1]	370	0
finish	controller1.ps[4]	controller1.ps[1]	360	0
==> cells in the final DEF (no fill, tap or decap), types with 20 or more instances in the layout <==
master,count
sky130_fd_sc_hd__a21oi_1,37
sky130_fd_sc_hd__clkdlybuf4s50_1,28
sky130_fd_sc_hd__dfrtp_1,36
sky130_fd_sc_hd__ha_1,48
sky130_fd_sc_hd__inv_1,47
sky130_fd_sc_hd__nand2_1,49
sky130_fd_sc_hd__nand3_1,21
sky130_fd_sc_hd__nor2_1,36
sky130_fd_sc_hd__o21ai_0,20
sky130_fd_sc_hd__xnor2_1,23
==> metal layers <==
layer  global-route usage (%)  wire [um]  up-vias  share of wire, %
met5                        0          0        -                 0
met4                     4.18        218        0               1.9
met3                     2.11        350       19               3.1
met2                     36.0       5200       90                46
met1                     35.5       5600     2051                49
li1                         -          -     2220                 -
Power figures rest on the tool's default switching activity, not on a simulated workload.
